==> /design/flow/design.v <==
`timescale 1 ps/ 1 ps
interface uart_intf;
    logic clk;
    logic rx_bit;
    logic [7:0] tx_buffer;
    logic tx_trigger;
    logic tx_bit;
    logic [7:0] rx_buffer;
    logic tx_done; 
    logic rx_done;
endinterface
`timescale 1ns / 1ps
module uart_rx #(parameter BAUDRATE_DIVISOR = 100_000_000/9600) (
    input wire clk,
    input wire rx_trigger,  
    input wire rx_bit,  
    output reg [7:0] rx_buffer,    
    output reg rx_done  
    );
    reg [3:0] bit_counter;
    reg [$clog2(BAUDRATE_DIVISOR)-1:0] baud_counter;
    reg baud_clk, baud_clk_flag;  
    initial begin
        bit_counter <= 0;
        baud_counter <= 0;
        baud_clk <= 0;
        baud_clk_flag <= 0;
        rx_buffer <= 0;
        rx_done <= 0;
    end        
    always @(posedge clk) begin
        if (rx_trigger) begin
            rx_done <= 0;
            bit_counter <= 0;
        end
        if (baud_counter == ((BAUDRATE_DIVISOR / 2) - 1)) begin 
                baud_clk <= ~baud_clk;
                baud_counter <= 0;
                if (~baud_clk) baud_clk_flag <= 1;  
        end
        else baud_counter <= baud_counter + 1;
        if (baud_clk_flag) begin
            baud_clk_flag <= 0;
            if (!rx_done) begin
                if (bit_counter == 0 && rx_bit == 0) begin
                    bit_counter <= bit_counter + 1;  
                end
                else if (bit_counter >= 1 && bit_counter <= 8) begin
                    rx_buffer [bit_counter - 1] <= rx_bit;
                    bit_counter <= bit_counter + 1;
                end
                else if (bit_counter >= 9) begin
                    bit_counter <= 0;
                    rx_done <= 1;
                end
            end
        end
    end
endmodule
`timescale 1ns / 1ps
parameter BAUDRATE_DIVISOR = 100_000_000/9600;
module uart_top(
    input  CLK,
    input  UART_RX,
    input [7:0] TX_BUFFER,
    input TX_TRIGGER,
    input RX_TRIGGER,
    output  UART_TX,
    output TX_DONE,
    output RX_DONE,
    output [7:0] RX_BUFFER
    );
    uart_rx #(BAUDRATE_DIVISOR) uart_rx0(
        .clk(CLK),
        .rx_trigger(RX_TRIGGER),
        .rx_bit(UART_RX),
        .rx_buffer(RX_BUFFER),
        .rx_done(RX_DONE)
        );
    uart_tx #(BAUDRATE_DIVISOR) uart_tx0(
        .clk(CLK),
        .tx_trigger(TX_TRIGGER),
        .tx_buffer(TX_BUFFER),
        .tx_bit(UART_TX),
        .tx_done(TX_DONE)
        );
endmodule
`timescale 1ns / 1ps
module uart_tx #(parameter BAUDRATE_DIVISOR = 100_000_000/9600) (
    input wire clk,
    input wire tx_trigger,
    input wire [7:0] tx_buffer,
    output reg tx_bit,  
    output reg tx_done
    );
    reg [3:0] bit_counter;  
    reg [$clog2(BAUDRATE_DIVISOR)-1:0] baud_counter;
    reg baud_clk, baud_clk_flag;  
    initial begin
        bit_counter <= 0;
        baud_counter <= 0;
        baud_clk <= 0;
        baud_clk_flag <= 0;
        tx_bit <= 1;
        tx_done <= 1;
    end
    always @(posedge clk) begin
        if (tx_trigger) begin
            tx_done <= 0;
            bit_counter <= 0;
            tx_bit <= 1;
        end
        if (baud_counter == ((BAUDRATE_DIVISOR / 2) - 1)) begin 
                baud_clk <= ~baud_clk;
                baud_counter <= 0;
                if (~baud_clk) baud_clk_flag <= 1;  
        end
        else baud_counter <= baud_counter + 1;        
        if (baud_clk_flag) begin
            baud_clk_flag <= 0;
            if (!tx_done) begin
                if (bit_counter == 0) begin
                    tx_bit <= 0;  
                    bit_counter <= bit_counter + 1;
                end
                else if (bit_counter >= 1 && bit_counter <= 8) begin
                    tx_bit <= tx_buffer [bit_counter - 1];
                    bit_counter <= bit_counter + 1;
                end
                else if (bit_counter >= 9) begin
                    tx_bit <= 1;  
                    bit_counter <= 0;
                    tx_done <= 1;
                end
            end
        end
    end
endmodule
==> /design/flow/run.sh <==
#!/bin/bash
# OpenROAD 26Q1-2900-gdf79404cd8, Yosys 0.63+post, stock flow scripts
make -C /OpenROAD-flow-scripts/flow DESIGN_CONFIG=/design/flow/config.mk WORK_HOME=/design/flow/orfs finish
==> /design/flow/config.mk <==
export PLATFORM = sky130hd
export DESIGN_NAME = uart_top
export DESIGN_NICKNAME = uart_top
export VERILOG_FILES = /design/flow/design.v
export SDC_FILE = /design/flow/constraint.sdc
export NUM_CORES = 4
export LEC_CHECK = 1
export CORE_UTILIZATION = 30
export SYNTH_HDL_FRONTEND = slang
==> /design/flow/constraint.sdc <==
current_design uart_top

set clk_period 3.3
set clk_io_pct 0.2

create_clock -name clk0 -period $clk_period [get_ports {CLK}]

set non_clock_inputs [all_inputs -no_clocks]
set_input_delay [expr $clk_period * $clk_io_pct] -clock clk0 $non_clock_inputs
set_output_delay [expr $clk_period * $clk_io_pct] -clock clk0 [all_outputs]
==> summary.txt <==
yosys + openroad results -> Multi-input gate area 1140 um2, vias per cell 4.76, WP buf/inv 1, gp weighted congestion 0.809, DP HPWL 2660 um, Post-Synthesis Cells 229, antenna violations before repair 0, Synth cell types 45, design area 2770 um2, Yosys Instances 229, Worst-Skew Late Latency 0.30 ns, WL per Instance 10.4 um, CP max-delay cell dfxtp_1, TNS Setup 0 ns, overall routing resource usage 0.0943, ANT nets after route 0, layout cell share with drive strength beyond 1 0.0588, CP cell instances inv_1 -> ha_1 -> nand2b_1 -> nor4b_1 -> o211ai_1 -> nor3_1, P&R area growth vs syn 18.6%, async set-reset flop share out of synthesis 0, top cells by count, synth 41 x dfxtp_1, 16 x nand3_1, 15 x inv_1, TritonCTS Sinks 51, Slew Limit Fails 0, Post-Place Cell Area 2660 um2, core area 7370 um2, crit start category flop, Syn. warnings 0, Post-CTS Setup Repair Bufs 0, Seq share, synth 0.481, Flop area 1120 um2, Largest delay share family, worst path simple AND/OR/NAND/NOR gates, grt ovf 0, Clock Skews 0.0125 ns, Die W 90.2 um, WS Path Type flop to flop, Lkg Pwr 0.976 nW, TritonCTS clock tree built, vias in the first global route 1482, slowest cell delay on critical path 0.47 ns, tool warnings 29, 1st-iter DRT viols 61, Critical Path AT 2.13 ns, first-pass GRT wire length 6480 um, H-tree depth 2, drt drc 0, total clock buffers created by CTS 5, Tcrit/Tclk final 0.643, Final min period 2.12 ns, Top cells by area dfxtp_1 35%, edfxtp_1 13%, xnor2_1 4.5%, ha_1 4.3%, nand3_1 3.4%, Crit Path Max Fanout 14, Finish-stage setup viols 0, Longest Clk Path Bufs 2, Post-synth EDFFs 10, final hold vios 0, Root Buffer clkbuf_8, mean post-synth cell area 10.2 um2, top cell type by total area after synthesis dfxtp_1, Worst Max-Slew Pin Slew 0.575 ns, Slew HR 0.613, Reg clk slew, reported paths 0.09 ns, Hold Crit Class flop to flop, Mapped Area 2330 um2, unrepaired setup endpoints after global routing false, hold buffer count at cts 0, vias 1685, largest net degree at the start of global routing 17, utilization of the core after routing 0.375, fillcell total 741, Max IR drop VDD 184 uV, max-cap check violation count 0, final wirelength 3690 um, top-count cell post-synth dfxtp_1, post-synthesis chip area from yosys 2330 um2, n_diodes 0, Commonest flop dfxtp_1, PD cells 379 nW/um2, outcome finished clean, Crit. End Element flop, First-pass DRT Iterations 4, post-synth top area share 0.352, top achievable clock speed 0.471 GHz, die height 90.2 um, # IOs 23, post-CTS resize count 0, flops & latches, synth 51, count of buffers from port buffering 22, CP required 3.30 ns, row cnt 31, chip area 8130 um2, FP Core Util 0.316
## cells in the final DEF, fill, tap and decap left out, types with 9 or more instances in the layout
cell	Yosys	routed
clkdlybuf4s50_1	0	22
dfxtp_1	41	41
edfxtp_1	10	10
inv_1	15	15
nand3_1	16	16
nor2_1	14	14
o21ai_0	10	10
xnor2_1	12	12
xor2_1	9	9
## where the power goes
group	internal, W	switching (W)
Sequential	0.000633	0.000000000000000000219
Combinational	0.0000146	0.00000618
Clock	0.000196	0.000197
Total	0.000844	0.000203
## final cells by class
cell class                 count  area share
multi-input combinational    159       0.412
sequential                    51       0.405
timing repair buffer          22      0.0796
tap                           99      0.0448
clock buffer                   7      0.0353
inverter                      15      0.0204
clock inverter                 1     0.00226
## flip-flops by register name (all words and copies together), names as in the netlist
name	flops
uart_rx0.baud_counter	14
uart_tx0.baud_counter	14
uart_rx0.rx_buffer	8
uart_rx0.bit_counter	4
uart_tx0.bit_counter	4
uart_rx0.baud_clk	1
uart_rx0.baud_clk_flag	1
uart_rx0.rx_done	1
uart_tx0.baud_clk	1
uart_tx0.baud_clk_flag	1
uart_tx0.tx_bit	1
uart_tx0.tx_done	1
## per-layer routing
layer | track usage | share of wire | vias to the layer above | wire, um
met4 | 0.00806 | 0.0062 | 0 | 23
met5 | 0 | 0 | - | 0
met2 | 0.141 | 0.41 | 34 | 1520
met3 | 0.0223 | 0.046 | 4 | 171
li1 | - | - | 885 | -
met1 | 0.148 | 0.53 | 762 | 1980
## path summary, 6_finish.rpt
| kind | startpoint | endpoint | slack (ns) | cells past startpoint |
|---|---|---|---|---|
| setup / recovery | uart_rx0.bit_counter[0]$_DFF_P_ | uart_rx0.rx_buffer[7]$_DFFE_PP_ | 1.18 | 6 |
| hold / removal | uart_rx0.baud_clk$_DFFE_PN_ | uart_rx0.baud_clk_flag$_SDFF_PP0_ | 0.45 | 1 |
| setup reg to reg | uart_rx0.bit_counter[0]$_DFF_P_ | uart_rx0.rx_buffer[7]$_DFFE_PP_ | 1.18 | 6 |
| hold reg to reg | uart_rx0.baud_clk$_DFFE_PN_ | uart_rx0.baud_clk_flag$_SDFF_PP0_ | 0.45 | 1 |
## cell families (layout without fill, tap and decap cells)
group | Yosys count | after routing | share of synthesized area
mux | 6 | 6 | 0.0370
xor+xnor | 21 | 21 | 0.0789
simple gates | 89 | 89 | 0.226
fa+ha+maj | 8 | 8 | 0.0429
flops | 51 | 51 | 0.481
buf+inv | 19 | 45 | 0.0306
compound gates | 35 | 35 | 0.104
## worst reg2reg max path: cells and delay by family (launching register included)
kind / cells / cell delay [ns]
AOI/OAI and AO/OA: 1 / 0.21
adders and majority gates: 1 / 0.25
buffers and inverters: 1 / 0.11
DFF: 1 / 0.47
and+or+nand+nor: 3 / 0.79
## stage by stage
stage	power, W	hold slack (ns)	worst slack (ns)	std cells
6_report	0.00105	0.450	1.18	354
5_1_grt	0.00109	0.465	0.959	354
4_1_cts	0.00106	0.456	1.22	354
3_5_place_dp	0.000669	0.442	1.23	346
3_3_place_gp	0.000669	0.429	1.27	346
2_1_floorplan	0.000653	0.416	1.31	229
Power figures rest on the tool's default switching activity, not on a simulated workload.
